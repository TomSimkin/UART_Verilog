### flow/config.mk
export PLATFORM = sky130hd
export DESIGN_NAME = uart_top
export DESIGN_NICKNAME = uart_top
export VERILOG_FILES = /design/flow/design.v
export SDC_FILE = /design/flow/constraint.sdc
export NUM_CORES = 4
export LEC_CHECK = 1
export CORE_UTILIZATION = 50
### flow/constraint.sdc
current_design uart_top

set clk_period 2.6
set clk_io_pct 0.2

create_clock -name clk0 -period $clk_period [get_ports {CLK_27MHZ}]

set non_clock_inputs [all_inputs -no_clocks]
set_input_delay [expr $clk_period * $clk_io_pct] -clock clk0 $non_clock_inputs
set_output_delay [expr $clk_period * $clk_io_pct] -clock clk0 [all_outputs]
### flow/design.v
module uart_debounce
#(
	parameter integer CLK_FREQ = 27_000_000, 	 
	parameter integer HOLD_MS  = 5				 
)
(
	input 	wire 	clk,		 
	input 	wire 	rst_n,		 
	input 	wire 	btn_press,	 
	output 	reg 	btn_result	 
);
localparam integer hold_max = (CLK_FREQ / 1000) * HOLD_MS; 	 
reg [17:0] counter; 		 
reg 	   sync1, sync2;	 
always @(posedge clk or negedge rst_n)
begin
	if (!rst_n)
	begin
		sync1 <= 1'b1;
		sync2 <= 1'b1;
	end
	else
	begin
		sync1 <= btn_press;
		sync2 <= sync1;
	end
end
wire btn_debounced = sync2;
always @(posedge clk or negedge rst_n)
begin
	if (!rst_n)
	begin
		counter <= 0;
		btn_result <= 1'b1;
	end
	else if (sync2 == btn_result)	 
		counter <= 0;
	else if (counter == hold_max) 	 
	begin
		btn_result <= btn_debounced;
		counter <= 0;
	end
	else
		counter <= counter + 18'd1;
end
endmodule
module uart_rx 
#(
	parameter integer clk_frequency = 27, 	  
	parameter integer baud_rate 	= 115200  
)
(
	input 				i_clk, 			 
	input 				i_rst_n,	 	 
	input 				i_byte_accept, 	 
	input 				i_data_bit, 	 
	output reg 			o_done, 		 
	output reg [7:0] 	o_data_byte, 	 
	output reg 			parity_error,	 
	output reg 			framing_error	 
);
localparam integer clk_cycle = (clk_frequency * 1000000) / baud_rate;  
localparam s_idle 				= 3'b000;  
localparam s_start				= 3'b001;  
localparam s_data_byte 			= 3'b010;  
localparam s_parity_check 		= 3'b011;  
localparam s_stop 				= 3'b100;  
localparam s_hold 				= 3'b101;  
reg [2:0] current_state, next_state; 	 
reg		  rx_sync1, rx_sync2;	    	 
reg [7:0] clock_counter;		         
reg [7:0] temp_data;					 
reg [2:0] bit_index;				     
always @(posedge i_clk or negedge i_rst_n) 
begin
	if (i_rst_n == 1'b0)
	begin
		rx_sync1 <= 1'b1;
		rx_sync2 <= 1'b1;
	end
	else
	begin
		rx_sync1 <= i_data_bit;
		rx_sync2 <= rx_sync1;
	end
end
wire synced_data_bit = rx_sync2;
always @(*)
begin
	next_state = current_state; 
	case (current_state)
		s_idle: 
			if (synced_data_bit == 1'b0) 
				next_state = s_start;
		s_start:
			if (clock_counter == clk_cycle / 2 - 1) 
				next_state = (synced_data_bit == 1'b0) ? s_data_byte : s_idle;
		s_data_byte:
			if (clock_counter == clk_cycle - 1 && bit_index == 3'd7) 
				next_state = s_parity_check;
		s_parity_check:
			if (clock_counter == clk_cycle / 2 - 1) 
				next_state = s_stop;
		s_stop:
			if (clock_counter == clk_cycle - 1) 
				next_state = s_hold;
		s_hold:
			if (i_byte_accept) 			
				next_state = s_idle;
		default:
			next_state = s_idle;
	endcase
end
always @(posedge i_clk or negedge i_rst_n)
begin
	if (i_rst_n == 1'b0)
		current_state <= s_idle;
	else
		current_state <= next_state;
end
always @(posedge i_clk  or negedge i_rst_n)
begin
	if (i_rst_n == 1'b0)
		clock_counter <= 8'd0;
	else if ((current_state == s_data_byte && clock_counter == clk_cycle - 1) || next_state != current_state)  
		clock_counter <= 8'd0;
	else
		clock_counter <= clock_counter + 8'd1;
end
always @(posedge i_clk  or negedge i_rst_n)
begin
	if (i_rst_n == 1'b0)
		bit_index <= 3'd0;
	else if (current_state == s_data_byte && clock_counter == clk_cycle - 1)
		bit_index <= bit_index + 3'd1;
	else if (current_state != s_data_byte)
		bit_index <= 3'd0;
end
always @(posedge i_clk or negedge i_rst_n)
begin
	if (i_rst_n == 1'b0)
		temp_data <= 8'd0;
	else if (current_state == s_data_byte && clock_counter == clk_cycle / 2 - 1)
		temp_data[bit_index] <= synced_data_bit;
end
always @(posedge i_clk or negedge i_rst_n)
begin
	if (i_rst_n == 1'b0)
		parity_error <= 1'b0;
	else if (current_state ==s_idle && next_state==s_start)
		parity_error <= 1'b0;
	else if (current_state == s_parity_check && clock_counter == clk_cycle / 2 - 1)
		parity_error <= (^temp_data) != synced_data_bit;
end
always @(posedge i_clk or negedge i_rst_n) 
begin
	if (i_rst_n == 1'b0)
		framing_error <= 1'b0;
	else if (current_state ==s_idle && next_state==s_start)
		framing_error <= 1'b0;
	else if (current_state == s_stop && clock_counter == clk_cycle - 1)
		framing_error <= (synced_data_bit != 1'b1);
end
always @(posedge i_clk or negedge i_rst_n)
begin
	if (i_rst_n == 1'b0)
		o_data_byte <= 8'd0;
	else if (current_state == s_stop && next_state != current_state)
		o_data_byte <= temp_data;
end
always @(posedge i_clk or negedge i_rst_n)
begin
	if (i_rst_n == 1'b0)
		o_done <= 1'b0;
	else if (current_state == s_stop && next_state != current_state)
		o_done <= 1'b1;
	else if (current_state == s_hold && i_byte_accept == 1'b1)
		o_done <= 1'b0;
end
endmodule
module uart_top
(
	input 	wire CLK_27MHZ, 		 
	input 	wire RST_BTN_N, 		 
	input 	wire BL616_UART_RX, 	 
	output 	wire BL616_UART_TX, 	 
	output reg LED0, 				 
	output reg LED1,				 
	output reg LED2,				 
	output reg LED3					 
);
wire clk = CLK_27MHZ;
wire rst_n;						 
wire 		rx_done;			 
wire [7:0] 	rx_data;			 
wire 		rx_parity_err;		 
wire 		rx_framing_err; 	 
reg 		rx_ack;				 
reg 		error_detect;		 
reg 	tx_valid;				 
wire 	tx_ready;				 
uart_rx 
#(
	.clk_frequency(27), 		 
	.baud_rate(115200)			 
)
RX
(
	.i_clk         (clk),
    .i_rst_n       (rst_n),
    .i_byte_accept (rx_ack),
    .i_data_bit    (BL616_UART_RX),
    .o_done        (rx_done),
    .o_data_byte   (rx_data),
    .parity_error  (rx_parity_err),
    .framing_error (rx_framing_err)
);
uart_tx
#(
	.clk_frequency(27), 		 
	.baud_rate(115200)			 
)
TX
(
    .i_clk    	 (clk),
    .i_rst_n   	 (rst_n),
    .data_send 	 (rx_data),
    .tx_valid  	 (tx_valid),
    .ready_tx  	 (tx_ready),
    .o_tx      	 (BL616_UART_TX)
);
uart_debounce
#(
	.CLK_FREQ	(27_000_000),
	.HOLD_MS 	(5)
)
DEBOUNCE
(
	.clk 	(clk),
	.rst_n 	(RST_BTN_N),
	.btn_press (RST_BTN_N),
	.btn_result (rst_n)
);
always @(posedge clk or negedge rst_n) 
begin
    if (!rst_n) 
	begin
      tx_valid <= 1'b0;
      rx_ack   <= 1'b0;
	end
	else
	begin
		if (rx_done) 
		begin
			tx_valid <= 1'b1;   
			rx_ack   <= 1'b1;   
		end 
		else 
		begin
			tx_valid <= 1'b0;
			rx_ack   <= 1'b0;
		end
    end
end
reg [24:0] heart_counter;
always @(posedge clk or negedge rst_n)
begin
	if (!rst_n)
	begin
		heart_counter <= 0;
		LED0 		  <= 1'b1;
	end
	else if (heart_counter == 27_000_000 - 1)
	begin
		heart_counter <= 0;
		LED0 <= ~LED0;
	end
	else
		heart_counter <= heart_counter + 25'd1;
end
always @(posedge clk or negedge rst_n)
begin
	if (!rst_n)
	begin
		LED1 <= 1'b1;
		LED2 <= 1'b1;
	end
	else
	begin
		LED1 <= rx_done; 	 
		LED2 <= tx_valid;	 
	end
end
always @(posedge clk or negedge rst_n)
begin
	if (!rst_n)
		error_detect <= 1'b1;
	else if (rx_parity_err || rx_framing_err)	
		error_detect <= 1'b1;
end
always @(posedge clk or negedge rst_n)
begin
	if (!rst_n)
		LED3 <= 1'b1;
	else if (rx_parity_err || rx_framing_err)
		LED3 <= error_detect;
end
endmodule
module uart_tx
#(
	parameter integer clk_frequency = 27, 	  
	parameter integer baud_rate 	= 115200  
)
(
	input		 	i_clk, 			 
	input 			i_rst_n, 		 
	input [7:0] 	data_send, 		 
	input 			tx_valid,		 
	output reg		ready_tx,		 
	output reg 		o_tx 			 
);
localparam integer clk_cycle = (clk_frequency * 1000000) / baud_rate;  
localparam s_idle 	= 3'b000;  
localparam s_start 	= 3'b001;  
localparam s_send 	= 3'b010;  
localparam s_parity = 3'b011;  
localparam s_stop 	= 3'b100;  
reg [2:0] current_state, next_state;  
reg [7:0] clock_counter; 			  
reg [2:0] bit_index; 				  
reg [7:0] temp_data;				  
reg 	  parity_bit;				  
always @(*)
begin
	next_state = current_state;
	case (current_state)
		s_idle:
			if (tx_valid == 1'b1)
				next_state = s_start;
		s_start:
			if (clock_counter == clk_cycle - 1)
				next_state = s_send;
		s_send:
			if (clock_counter == clk_cycle - 1 && bit_index == 3'd7)
				next_state = s_parity;
		s_parity:
			if (clock_counter == clk_cycle - 1)
				next_state = s_stop;
		s_stop:
			if (clock_counter == clk_cycle - 1)
				next_state = s_idle;
		default:
			next_state = s_idle;
	endcase	
end
always @(posedge i_clk or negedge i_rst_n)
begin
	if (i_rst_n == 1'b0)
		current_state <= s_idle;
	else
		current_state <= next_state;
end
always @(posedge i_clk  or negedge i_rst_n)
begin
	if (i_rst_n == 1'b0)
		ready_tx <= 1'b1;
	else if (current_state == s_idle)
		ready_tx <= !tx_valid;											 
	else if (current_state == s_stop && clock_counter == clk_cycle - 1)
		ready_tx <= 1'b1;												 
end
always @(posedge i_clk or negedge i_rst_n)
begin
	if (i_rst_n == 1'b0)
		clock_counter <= 8'd0;
	else if (current_state != next_state || clock_counter == clk_cycle - 1) 
		clock_counter <= 8'd0;
	else
		clock_counter <= clock_counter + 8'd1;
end
always @(posedge i_clk  or negedge i_rst_n)
begin
	if (i_rst_n == 1'b0)
		bit_index <= 3'd0;
	else if (current_state == s_idle)
		bit_index <= 3'd0;
	else if (current_state == s_send && clock_counter == clk_cycle - 1)
		bit_index <= bit_index + 3'd1;
end
always @(posedge i_clk  or negedge i_rst_n)
begin
	if (i_rst_n == 1'b0)
		temp_data <= 8'd0;
	else if (current_state == s_idle && tx_valid == 1'b1)
		temp_data <= data_send;
end
always @(posedge i_clk  or negedge i_rst_n)
begin
	if (i_rst_n == 1'b0)
	begin
		temp_data  <= 8'd0;
		parity_bit <= 1'b0;
	end
	else if (current_state == s_idle && tx_valid == 1'b1)
	begin
		temp_data  <= data_send;
		parity_bit <= ^data_send;	 
	end
end
always @(posedge i_clk  or negedge i_rst_n)
begin
	if (i_rst_n == 1'b0)
		o_tx <= 1'b1;
	else
	begin
		case (current_state)
			s_idle, s_stop:
				o_tx <= 1'b1;
			s_start:
				o_tx <= 1'b0;
			s_send:
				o_tx <= temp_data[bit_index];		
			s_parity:
				o_tx <= parity_bit;
			default: 
				o_tx <= 1'b1;
		endcase
	end
end
endmodule
### flow/run.sh
#!/bin/bash
# OpenROAD 26Q1-2900-gdf79404cd8, Yosys 0.63+post, stock flow scripts
make -C /OpenROAD-flow-scripts/flow DESIGN_CONFIG=/design/flow/config.mk WORK_HOME=/design/flow/orfs finish
==> results.yml <==
# physical design summary
critical_path:
  timing.critical_path.required_ps: 2860
  r2r_setup_slack_ps: 480
  crit_path_end_kind: "register"
  r2r_end: "RX.temp_data[4]"
  critPathSlowestCell: "or4_4"
  critical-path-max-stage-delay_ps: 540
  arrival_ps: 2380
  worstRegToRegCells: 4
  worstSetupPathType: "register to register"
  crit-reg2reg-launch: "RX.current_state[0]"
  critical_path.cell_chain: "or3b_1, or4_4, nor4_4, mux2_1"
  critPathLaunchType: "register"
  worst-path-max-fanout: 7
finish:
  share_of_cells_above_drive_strength_1_pct: 13.3
  final.fill_count: 843
  synthToLayoutAreaGrowth_pct: 7.80
synthesis:
  xor_share_pct: 8.23
  ys.warnings.count: 12
  post_synth_most_frequent_cells: "98 x dfrtp_1, 45 x nor2_1, 31 x nand3_1"
  enable_flop_cells: 0
  netlist_logic_family_top: "simple AND/OR/NAND/NOR gates"
  synthCells: 476
  synth_adder_area_share_pct: 3.36
  synth.lib_cells_used.distinct: 60
  mux_share_pct: 6.77
  yosysMostFrequentCell: "dfrtp_1"
  synth.area.top_cells: "dfrtp_1 47%, dfstp_2 4.5%, mux2_2 4.5%"
  yosys_reported_design_area_after_synthesis_mm2: 0.00522
  yosys_cell_count: 476
  yosys.area_share.simple_pct: 20.8
  ff_type: "dfrtp_1"
  top_area_share_pct: 47.0
  post_synth.cell_area_avg_um2: 11.0
  cell_taking_the_most_area_after_synthesis: "dfrtp_1"
  postSynthSeqShare_pct: 51.6
  synth_compound_gate_area_share_pct: 6.96
  postSynthRegisterBits: 107
  post_synth_instance_area_mm2: 0.00522
  asyncSetResetFlopFracSynth_pct: 100
final_timing:
  timing.final.hold_violations: 0
  final_setup_slack_of_the_worst_path_ps: 477
  timing.fmax_mhz: 471
  finalSetupViolCount: 0
  final_max_slew_viol_count: 0
  tns_ps: 0
  max-slew-margin-rel_pct: 59.4
  final_min_period_over_clock_period_pct: 81.7
  layout_min_cycle_time_ps: 2120
  clock_skew_ps: 12.4
  worstMarginPinSlew_ps: 603
  grt_setup_unrepaired: "no"
route:
  detail_route.first_pass.iterations: 4
  drt-initial-drc-count: 131
  dr_total_vias: 3418
  wl_per_cell_um: 13.9
  routed_vias_inst: 5.49
  num_antenna_cells: 0
  detail_route.drc_violations: 0
  postRouteAntennaNets: 0
  wl_um: 8670
clock_network:
  clk-insertion-delay-late_ps: 370
  ctsLongestPathBuffers: 2
  cts_tree: "done"
  count_of_h_tree_levels_built_during_cts: 3
  cts_resized: 0
  ctsRootBufferMaster: "clkbuf_8"
  cts_buffers: 9
  cts_hold_repair.buffers: 0
  post_cts.repair.setup_buffers: 0
  count_of_clock_tree_sinks: 107
  path_clk_slew_ps: 100
min_path:
  terminating_pin_of_the_worst_hold_path: "DEBOUNCE.sync2"
  worstHoldPathType: "register to register"
  hold_path_depth: 0
  hold_path_startpoint: "DEBOUNCE.sync1"
pwr:
  swShare_pct: 24.6
  p_leak_nw: 2.44
  p_switching_mw: 0.708
  power.density_mw_per_mm2: 512
  power.internal_mw: 2.17
  seq_power_share_pct: 61.5
  power_frac_clock_pct: 33.2
  combPwrFrac_pct: 5.3
  power.ir.vdd_worst_mv: 0.429
die:
  die_height_um: 104
  core_util_floorplan_pct: 52.4
  floorplan.rows: 36
  core-area_mm2: 0.00995
  floorplan.io_pins: 8
  dieArea_mm2: 0.0108
  dieWidth_um: 104
placement:
  numPortBuffers: 6
  dpl.hpwl_um: 5880
  dp_worst_setup_slack_ps: 477
  place.gp.congestion: 0.809
global_route:
  grt_max_degree: 39
  antenna_violations_before_repair: 0
  wire_length_of_the_first_global_routing_pass_um: 15300
  globalRouteOverflowTotal: 0
  vias_in_the_first_global_route: 3222
  grt_total_usage_pct: 17.9
run:
  cap_violations: 0
  tool_warnings: 31
status:
  status: "finished, final reports clean"
[worst max-delay path by stage]
stage	start	to	cells after the start	slack (ps)
after CTS	RX.bit_index[0]	RX.temp_data[0]	6	470
after global routing	RX.bit_index[0]	RX.temp_data[0]	6	290
final	RX.current_state[0]	RX.temp_data[4]	4	480
[state kept, by name (all words and copies together), names as in the netlist, 3 cells and up]
signal / count
TX.clock_counter: 8
TX.bit_index: 3
RX.temp_data: 8
TX.temp_data: 8
DEBOUNCE.counter: 18
RX.clock_counter: 8
RX.o_data_byte: 8
TX.current_state: 3
heart_counter: 25
RX.bit_index: 3
RX.current_state: 3
[metrics by stage]
stage	cell area, um2	utilization (%)	hold slack (ps)	power (mW)	std cells
after global placement	5440	54.6	346	1.95	607
after CTS	5620	56.5	362	2.92	623
after floorplan	5220	-	224	1.91	476
after detailed placement	5440	54.6	347	1.95	607
final	5620	56.5	360	2.88	623
after global routing	5620	56.5	365	3.01	623
[power groups by stage]
| stage | Combinational [mW] | Sequential, mW | Clock [mW] |
|---|---|---|---|
| final | 0.152 | 1.77 | 0.955 |
| after CTS | 0.154 | 1.77 | 0.996 |
| after global routing | 0.177 | 1.78 | 1.06 |
[worst max-delay path: cells and delay by family, from the launching register on]
| family | cells | cell delay [ps] |
|---|---|---|
| simple gates | 3 | 1210 |
| flops | 1 | 460 |
| mux | 1 | 340 |
[per-layer routing]
layer	part of all wire [%]	up-vias	track usage [%]	wire, um
met4	0.98	0	1.22	85
met5	0	-	0	0
li1	-	1728	-	-
met1	52	1644	30.7	4480
met2	44	38	26.0	3800
met3	3.5	8	3.83	302
[area by class of cell]
cell class / count / area [um2] / share of cell area (%)
Sequential cell: 107 / 2690 / 47.9
Multi-Input combinational cell: 340 / 2410 / 42.9
Tap cell: 133 / 166 / 2.96
Clock buffer: 10 / 138 / 2.45
Timing Repair Buffer: 13 / 113 / 2.00
Inverter: 14 / 52.6 / 0.935
Clock inverter: 6 / 46.3 / 0.824
[logic make-up after synthesis]
| group | Yosys count |
|---|---|
| and+or+nand+nor | 194 |
| DFF | 107 |
| AOI/OAI and AO/OA | 52 |
| xor gates and xnor gates | 49 |
| muxes | 30 |
| buffers and inverters | 29 |
| adders and majority gates | 14 |
| other | 1 |
[placed cells by master (no fill, tap or decap), types with 7 or more instances in the layout]
master / n
nor3_1: 9
a21oi_1: 12
buf_4: 7
o21ai_0: 9
xnor2_1: 24
o31ai_1: 7
clkbuf_8: 10
dfrtp_1: 98
nand3_1: 31
or3_1: 11
mux2_2: 21
xor2_1: 25
ha_1: 14
nor2_1: 45
nand2_1: 26
inv_1: 14
and2_1: 7
or4_1: 8
and4_1: 7
dfstp_2: 8
nand4_1: 12
Power is estimated from default activity; no workload was simulated.
